===== flow/design.v =====
module edge_detector_n (clk, reset_p, cp, p_edge, n_edge);
input clk, reset_p, cp;
output   p_edge, n_edge;
 reg ff_cur, ff_old;       
    always @ (negedge clk, posedge reset_p) begin
            if(reset_p) begin
                ff_cur <= 0;
                ff_old <= 0;
            end
            else begin
                ff_cur <= cp;                    
                ff_old <= ff_cur;
            end
    end
    assign p_edge = ({ff_cur, ff_old} == 2'b10) ? 1: 0;
    assign n_edge = ({ff_cur, ff_old} == 2'b01) ? 1: 0;
endmodule
module T_flip_flop_p(                                 
    input clk, reset_p,                               
    input t,                                          
    output reg q);                                    
    reg clk_en;
    always @(posedge clk, posedge  reset_p)begin      
        if(reset_p)q <= 0;                            
        else if(clk_en) q <= ~q;                                                                                                    
    end 
    always @(*) begin
        clk_en = t;
    end                                              
endmodule      
module clock_div_100(
    input clk, reset_p,
    output clk_div_100,
    output cp_div_100
    );
    reg [6:0] count_sysclk;
    always @ (negedge clk, posedge reset_p) begin
        if (reset_p) count_sysclk = 0;
        else begin
            if (count_sysclk >= 99) begin 
                count_sysclk = 0;
                end
            else begin
                count_sysclk = count_sysclk +1;
            end
        end
    end
    assign cp_div_100 = (count_sysclk < 50) ? 0 : 1;
 edge_detector_n  edge_usec (.clk(clk), .reset_p(reset_p), .cp(cp_div_100), .n_edge(clk_div_100));
endmodule
module clock_div_1000(
    input clk, reset_p,
    input clk_source,
    output cp_div_1000_nedge
    );
    wire nedge_source;
 edge_detector_n  edge_usec0 (.clk(clk), .reset_p(reset_p), .cp(clk_source), .n_edge(nedge_source));
    reg [9:0] count_clk_source;
    always @ (negedge clk, posedge reset_p) begin
        if (reset_p) count_clk_source = 0;
        else if (nedge_source)begin
            if (count_clk_source >= 999) begin 
                count_clk_source = 0;
                end
            else begin
                count_clk_source = count_clk_source +1;
            end
        end
    end
    wire cp_div_1000;
    assign cp_div_1000 = (count_clk_source < 500) ? 0 : 1;
 edge_detector_n  edge_usec1 (.clk(clk), .reset_p(reset_p), .cp(cp_div_1000), .n_edge(cp_div_1000_nedge));
endmodule
module clock_div_60(
    input clk, reset_p,
    input clk_source,
    output cp_div_60_nedge
    );
    wire nedge_source, cp_div_60;
 edge_detector_n  edge_usec0 (.clk(clk), .reset_p(reset_p), .cp(clk_source), .n_edge(nedge_source));
    reg [5:0] count_clk_source;
    always @ (negedge clk, posedge reset_p) begin
        if (reset_p) count_clk_source = 0;
        else if (nedge_source)begin
            if (count_clk_source >= 59) begin 
                count_clk_source = 0;
                end
            else begin
                count_clk_source = count_clk_source +1;
            end
        end
    end
    assign cp_div_60 = (count_clk_source < 59) ? 0 : 1;
    edge_detector_n  edge_usec1 (.clk(clk), .reset_p(reset_p), .cp(cp_div_60), .n_edge(cp_div_60_nedge));
endmodule
module loadable_counter_bcd_60(
    input clk, reset_p,
    input   clk_time,
    input load_enable,
    input [3:0] load_bcd10, load_bcd1,
    output  reg [3:0] bcd10, bcd1 );
    wire counter_clk_n_edge;
     edge_detector_n  clk_source (.clk(clk), .reset_p(reset_p), .cp(clk_time), .n_edge(counter_clk_n_edge));
    always @ (posedge clk, posedge reset_p) begin
        if(reset_p) begin 
            bcd10 = 0;
            bcd1 = 0;
        end
        else 
                if(load_enable) begin
                    bcd10 = load_bcd10 ;
                    bcd1 =  load_bcd1;
                end
                else if (counter_clk_n_edge) begin
                    if (bcd1 >=9) begin
                        bcd1 = 0;
                        if(bcd10 >= 5) bcd10 = 0;
                        else bcd10 = bcd10 +1;
                    end
                   else bcd1 = bcd1 + 1;
              end
         end
endmodule
module loadable_down_counter_bcd_60(
    input clk, reset_p,
    input   clk_time,
    input load_enable,
    input [3:0] load_bcd10, load_bcd1,
    output  reg [3:0] bcd10, bcd1,
    output reg dec_clk );
    wire counter_clk_n_edge;
    always @ (posedge clk, posedge reset_p) begin
        if(reset_p) begin 
            bcd10 = 0;
            bcd1 = 1;
            dec_clk = 0;
        end
        else  begin
                if(load_enable) begin
                    bcd10 = load_bcd10 ;
                    bcd1 =  load_bcd1;
                end
                else if (clk_time) begin
                    if (bcd1 == 0) begin
                        bcd1 = 9;
                        if(bcd10 == 0) begin
                                dec_clk = 1;
                                 bcd10 = 5;
                         end
                        else bcd10 = bcd10 -1;
                    end
                   else bcd1 = bcd1 - 1;
              end
              else dec_clk = 0;
         end
    end
endmodule
module clock_div_10(
    input clk, reset_p,
    input clk_source,
    output cp_div_10_nedge
    );
    wire nedge_source, cp_div_10;
 edge_detector_n  edge_usec0 (.clk(clk), .reset_p(reset_p), .cp(clk_source), .n_edge(nedge_source));
    reg [3:0] count_clk_source;    
    always @ (negedge clk, posedge reset_p) begin
        if (reset_p) count_clk_source = 0;
        else if (nedge_source)begin
            if (count_clk_source >= 9) begin 
                count_clk_source = 0;
                end
            else begin
                count_clk_source = count_clk_source +1;
            end
        end
    end
    assign cp_div_10 = (count_clk_source < 5) ? 0 : 1;
 edge_detector_n  edge_usec1 (.clk(clk), .reset_p(reset_p), .cp(cp_div_10), .n_edge(cp_div_10_nedge));
endmodule
module counter_bcd_60(
    input clk, reset_p,
    input   clk_time,
    output  reg [3:0] bcd10, bcd1 );
    wire counter_clk_n_edge;
     edge_detector_n  clk_source (.clk(clk), .reset_p(reset_p), .cp(clk_time), .n_edge(counter_clk_n_edge));
    always @ (posedge clk, posedge reset_p) begin
        if(reset_p) begin 
            bcd10 = 0;
            bcd1 = 0;
        end
        else if (counter_clk_n_edge) begin
            if (bcd1 >=9) begin
                bcd1 = 0;
                if(bcd10 >= 5) bcd10 = 0;
                else bcd10 = bcd10 +1;
            end
            else bcd1 = bcd1 + 1;
        end
    end
endmodule
module button_long_short (
    input  clk,          
    input  reset_p,        
    input  button,       
    output reg short_press,  
    output reg long_press    
);
    parameter LONG_PRESS_COUNT = 27'd100000000;  
    reg button_prev;
    reg [27:0] counter;
    wire btn_pedge;
    button_cntr_long long( .btn(button), .clk(clk), .reset_p(reset_p), .btn_long(btn_pedge));
    always @(posedge clk or posedge reset_p) begin
        if (reset_p) begin
            counter <= 0;
            short_press <= 0;
            long_press <= 0;
            button_prev <= 0;
        end 
        else begin  
            button_prev <= btn_pedge;
            if (btn_pedge == 1 && button_prev == 0) begin
                counter <= 0;
            end 
            else if (btn_pedge && button_prev) begin
                counter <= counter + 1;
            end 
            else if (btn_pedge == 0 && button_prev == 1) begin
                if (counter > LONG_PRESS_COUNT) begin
                    counter <= 0;
                    short_press <= 0;
                    long_press <= 1;
                end 
                else begin
                    counter <=0;
                    short_press <= 1;
                    long_press <= 0;
                end
            end 
            else begin
                short_press <= 0;
                long_press <= 0;
            end
        end
    end
endmodule
module button_cntr_long(
    input btn, clk, reset_p,
    output btn_long
);
wire  btn_clk;
reg [16:0] clk_div;
reg debounced_btn;
always @ (posedge clk) clk_div = clk_div  + 1; 
edge_detector_n  ed1 (.clk(clk), .reset_p(reset_p), .cp(clk_div[16]), .p_edge(btn_clk));
always @(posedge clk, posedge reset_p) begin
    if(reset_p) debounced_btn = 0;
    else if (btn_clk) debounced_btn = btn;
end
assign btn_long = debounced_btn;
endmodule

===== flow/run.sh =====
#!/bin/bash
# OpenROAD 26Q1-2900-gdf79404cd8, Yosys 0.63+post, stock flow scripts
make -C /OpenROAD-flow-scripts/flow DESIGN_CONFIG=/design/flow/config.mk WORK_HOME=/design/flow/orfs finish

===== flow/config.mk =====
export PLATFORM = sky130hd
export DESIGN_NAME = button_long_short
export DESIGN_NICKNAME = button_long_short
export VERILOG_FILES = /design/flow/design.v
export SDC_FILE = /design/flow/constraint.sdc
export NUM_CORES = 4
export LEC_CHECK = 1
export CORE_UTILIZATION = 40

===== flow/constraint.sdc =====
current_design button_long_short

set clk_period 3.3
set clk_io_pct 0.2

create_clock -name clk0 -period $clk_period [get_ports {clk}]

set non_clock_inputs [all_inputs -no_clocks]
set_input_delay [expr $clk_period * $clk_io_pct] -clock clk0 $non_clock_inputs
set_output_delay [expr $clk_period * $clk_io_pct] -clock clk0 [all_outputs]

==> impl_metrics.ini <==
; yosys + openroad results
[run_status]
outcome = finished clean

[critical_path]
worst-path-max-fanout = 1
path_class = reg2reg
start_kind = flip-flop
cp_num_buf_inv = 0
slowest_delay_ns = 0.38
crit_arrival_ns = 2.75
cp_top_family = flip-flops
cp.required_ns = 3.49
endpoint_kind = flip-flop
path_cells = nand2b_1 -> mux2_2
cpMaxStageDelayCell = dfrtn_1

[die]
row_count = 28
boundaryPins = 5
chipArea_sq_um = 6670
core_sq_um = 6030
fp_util = 0.421
fp.dieW_um = 81.6
die_h_um = 81.6

[clock_network]
cts.sinks = 51
cts_buffers = 5
htree_num_levels = 2
root_buffer = clkbuf_8
cts_tree = yes
cts-resized-gates = 0
hold_buffers = 0
path_clk_slew_ns = 0.09
clockBufferDepth = 2
worstSkewPairLatency_ns = 0.30
postCtsSetupBuffers = 0

[logic_synthesis]
synth_cell_types = 48
synth_area_sq_um = 2540
yosysMostFrequentCell = dfrtp_1
ys_warn_count = 3
area_leaders = dfrtp_1 32%, dfxtp_1 13%, xnor2_1 5.9%
syn_avg_cell_area_sq_um = 9.65
syn_inst = 263
yosys_cells = 263
synth_seq_share = 0.469
yosys-stat-area_sq_um = 2540
async_flop_share = 0.667
synth_flop_count = 51
synthTopCellsByCount = 32 x dfrtp_1, 30 x nand2_1, 18 x nand3_1
largest_area_cell = dfrtp_1
top_cell_area_share = 0.316
flop_cell = dfrtp_1
synth-edff-count = 0

[drt]
routed_wirelength_um = 4740
drt_iter0_markers = 144
ant_nets = 0
drt_first_pass_iters = 4
vias = 1900
viasPerCell = 5.54
antennaDiodeCount = 0
drc = 0
wl_per_cell_um = 13.8

[final_layout]
logic_area_sq_um = 1240
final_cell_area_sq_um = 2730
layout-drive-gt1-share = 0.0634
fin_cells = 343
fillers = 588
flop_area_sq_um = 1190
area_delta_synth_final_pct = 7.69

[sta]
setup_ws_ns = 0.745
fin_hold_ws_ns = 0.332
slew_viol_final = 0
relSlewSlack = 0.436
setup_viol = 0
max_slew.worst_pin.slew_ns = 0.840
rsz0062_at_grt = no
finalHoldViolations = 0
fin_tns_setup_ns = 0
clock_skew_ns = 0.00681

[grt]
grt-ovfl-total = 0
grt_pass1_vias = 1748
grt_usage = 0.163
grt_max_degree = 21
grt_pass1_wl_um = 8160
antenna_found_initial = 0

[placement]
dp.cells = 335
placed_area_sq_um = 2620
gp_congestion = 0.829
numPortBuffers = 4
pre_cts_ws_ns = 0.741
dp_hpwl_um = 3340

[pwr]
power.leakage_nw = 1.07
power.density_nw_per_um2 = 405
ir_worst_vdd_uv = 251

[min_path]
holdCritPathClass = reg2reg

[flow_run]
maxCapViolCount = 0
openroad.warnings = 26
==> layout by cell type (no fill, tap or decap), drive strengths merged, types with 2 or more instances in the layout <==
cell | synthesis | final
or4 | 9 | 9
nor2 | 13 | 13
dfrtp | 32 | 32
clkdlybuf4s50 | 0 | 4
dfrtn | 2 | 2
a21oi | 11 | 11
nand2b | 5 | 5
and3 | 10 | 10
o31ai | 7 | 7
xor2 | 10 | 10
nor3 | 3 | 3
nand3 | 19 | 19
nand2 | 30 | 30
dfxtp | 17 | 17
a31o | 2 | 2
o21ai | 10 | 10
buf | 3 | 3
ha | 3 | 3
inv | 8 | 8
mux2i | 3 | 3
xnor2 | 17 | 17
clkbuf | 7 | 5
nand4 | 11 | 11
or3 | 2 | 2
and2 | 5 | 5
clkinv | 0 | 2
nor4 | 8 | 8
==> cell type report <==
type / count / area share
multi-input cells: 194 / 0.455
flip-flops and latches: 51 / 0.436
well taps: 75 / 0.0343
clock buffers: 5 / 0.0252
repair buffers: 7 / 0.0229
clock inverters: 3 / 0.0160
inverters: 8 / 0.0110
==> where the power goes <==
| group | switching, W | internal [W] |
|---|---|---|
| Clock | 0.000203 | 0.000226 |
| Combinational | 0.0000288 | 0.0000149 |
| Sequential | 0.00000796 | 0.000626 |
| Total | 0.000240 | 0.000866 |
==> kinds of logic (layout without fill, tap and decap cells) <==
logic type | after synthesis | count (layout) | share of synthesized area
AOI/OAI and AO/OA | 40 | 40 | 0.102
xor gates and xnor gates | 27 | 27 | 0.0932
adders and majority gates | 3 | 3 | 0.0148
buffers and inverters | 18 | 23 | 0.0409
DFF | 51 | 51 | 0.469
muxes | 4 | 4 | 0.0163
and+or+nand+nor | 120 | 120 | 0.263
==> worst reg2reg max path, stage by stage, from the launching register on <==
cell and delay, ns:
dfrtn_1 0.38, nand2b_1 0.10, mux2_2 0.32
==> worst paths after layout <==
check	slack, ns	cells after the start	end	start
worst min register to register	0.33	0	long.ed1.ff_old$_DFF_NP0_	long.ed1.ff_cur$_DFF_NP0_
min in group asynchronous	0.75	3	counter[25]$_DFFE_PP0P_	reset_p
worst max-delay path	0.74	2	long.debounced_btn$_DFFE_PP0N_	long.ed1.ff_old$_DFF_NP0_
max in group asynchronous	1.08	2	long.ed1.ff_cur$_DFF_NP0_	reset_p
worst max register to register	0.74	2	long.debounced_btn$_DFFE_PP0N_	long.ed1.ff_old$_DFF_NP0_
worst min-delay path	0.33	0	long.ed1.ff_old$_DFF_NP0_	long.ed1.ff_cur$_DFF_NP0_
==> metal layers <==
metal  global-route usage  vias up  routed length (um)
li1                     -      955                   -
met1                0.253      923                2430
met2                0.248       18                2070
met3               0.0372        4                 203
met4               0.0175        0                  37
met5                    0        -                   0
==> state kept, by name, summed over array words and instances (netlist names) <==
register	count
long.ed1.ff_cur	1
long.ed1.ff_old	1
short_press	1
long_press	1
long.clk_div	17
counter	28
long.debounced_btn	1
button_prev	1
==> per-stage QoR <==
step,power (W),util
final,0.00111,0.453
after global routing,0.00115,0.453
after CTS,0.00113,0.453
after detailed placement,0.000692,0.435
after global placement,0.000691,0.435
after floorplan,0.000675,-
No activity file was given, so power comes from the tool's default toggle rates.
